File: /design/flow/config.mk
export PLATFORM = sky130hd
export DESIGN_NAME = part2
export DESIGN_NICKNAME = part2
export VERILOG_FILES = /design/flow/design.v
export SDC_FILE = /design/flow/constraint.sdc
export NUM_CORES = 4
export LEC_CHECK = 1
export CORE_AREA = 10 10 93 93
export DIE_AREA = 0 0 103 103
File: /design/flow/constraint.sdc
current_design part2

set clk_period 3.8
set clk_io_pct 0.2

create_clock -name clk0 -period $clk_period [get_ports {Clock}]

set non_clock_inputs [all_inputs -no_clocks]
set_input_delay [expr $clk_period * $clk_io_pct] -clock clk0 $non_clock_inputs
set_output_delay [expr $clk_period * $clk_io_pct] -clock clk0 [all_outputs]
File: /design/flow/design.v
`timescale 1ns / 1ns  
module part2(Clock, Reset_b, Data, Function, ALUout);
	input logic Clock;
	input logic Reset_b;
	input logic [3:0] Data;  
	input logic [1:0] Function;
	output logic [7:0] ALUout; 
	always_ff @(posedge Clock) 
		begin 
			if (Reset_b) 
				ALUout <= 8'b00000000; 
			else
				case(Function)
				2'b00: ALUout <= (Data + ALUout[3:0]);
				2'b01: ALUout <= (Data * ALUout[3:0]); 
				2'b10: ALUout <=(ALUout[3:0] << Data);
				endcase
		end
endmodule
File: /design/flow/run.sh
#!/bin/bash
# OpenROAD 26Q1-2900-gdf79404cd8, Yosys 0.63+post, stock flow scripts
make -C /OpenROAD-flow-scripts/flow DESIGN_CONFIG=/design/flow/config.mk WORK_HOME=/design/flow/orfs finish
==> reports/results.txt <==
DR pass1 iterations = 4
RSZ-0062 raised after global routing = no
Antenna violations before repair = 0
Setup-failing EPs final = 0
Buffer and inverter count on the worst path = 2
Worst Skew = 0.00152 ns
Delay of the slowest cell on the worst path = 0.55 ns
Worst slew pin tran = 0.470 ns
Antenna cells = 0
Post-DP HPWL = 2370 um
Clock Pin Slew Worst Setup and Hold Paths = 0.04 ns
Clock latency (worst-skew pair) = 0.23 ns
Syn_area_per_cell = 8.44 um2
Vias = 1022
Share of cells above drive strength 1 = 8.50%
# Cells Yosys = 138
CTS tree = built
Most flop-heavy register = ALUout
Yosys warns = 1
Slew Limit Fails = 0
Leakage Power = 0.655 nW
Status = finished, final reports clean
Top FF cell, synth = dfxtp_1
Routed Antenna Nets = 0
Pin count of the biggest net entering global routing = 13
Post-DP Area = 1410 um2
Max-cap violations = 0
Met3 usage = 1.35%
Die height = 103 um
Yosys cell types = 42
Hold Crit Class = register to register
Setup TNS = 0 ns
Met1 usage = 8.54%
Slew headroom = 68.6%
Gpl congestion = 0.906
Final Core Density = 21.4%
Biggest registers after layout = ALUout (8)
Routed len/inst = 12.6 um
PwrDens = 247 nW/um2
Clk buf depth = 2
IO Count = 16
Min Tclk post-route = 3.57 ns
Ys async rst share = 0%
Crit path required time = 3.93 ns
Reg2Reg Depth = 10
Critical Path End Type = register
CP max FO = 3
Syn Inst Count = 138
Cts repair resizes = 0
Cell Area, Synth = 1160 um2
Most common logic cells in the final layout = ha_1 (20), inv_1 (15), clkdlybuf4s50_1 (15), nand2_1 (12), a21oi_1 (12)
# fillers = 760
Clk sinks = 8
Cts bufs inserted = 3
Cts hold-fix bufs = 0
CTS H-Tree Depth = 1
Cell family with most CP delay = adder cells
RR Startpoint = ALUout[3]
Final Instance Area = 1450 um2
Log Warnings = 28
Hold EP = ALUout[7]
GRT met2 Usage = 8.73%
Row count = 30
Period utilization = 93.9%
All-Layer GR Usage = 5.78%
Total global routing overflow = 0
Final hold vios = 0
Logic cell area = 915 um2
Vias per inst = 4.39
R2R Path End = ALUout[5]
Flip-flops with a built-in enable = 0
Register bit total from synthesis = 8
Fp_density = 17.2%
IO Port Bufs = 15
Worst Setup Start Kind = primary input
GRT busiest layer = met2
Peak supply drop = 0.000127 V
Syn-to-layout area delta = 24.4%
Placeable Area = 6760 um2
Post-CTS setup buffers = 0
Max reg flops = 8
Crit Path Category = primary input to register
Die W = 103 um
Crit path DAT = 3.70 ns
Post-synthesis sequential area ratio = 13.7%
Chip Area, Yosys = 1160 um2
Register-to-register setup slack = 0.72 ns
CP max-delay cell = fa_1
Hold path start = ALUout[7]
First-pass GRT wire length = 4980 um
Commonest Layout Cell = ha_1
Hold-critical path depth = 2
Max Clk Rate = 280 MHz
Routed WL = 2930 um
DRC Markers = 0
Register area = 160 um2
Vias in the first global route = 1029
Die Size = 10600 um2
Initial DRC count = 39
Cells along the critical path = clkdlybuf4s50_1 -> nand2_1 -> fa_1 -> inv_1 -> fa_1 -> ha_1 -> a21o_1 -> a21oi_1 -> xnor2_1 -> a21oi_1 -> a211oi_1
Clk root buf = clkbuf_8
==> layer usage <==
metal / wire length (um) / vias to the layer above
met5: 0 / -
met4: 10 / 0
met3: 146 / 2
met2: 1300 / 16
met1: 1470 / 480
li1: - / 524
==> cell usage after synthesis, types with 2 or more instances <==
library cell	number	area [um2]
ha_1	20	250
inv_1	15	56.3
a21oi_1	12	60.1
nand2_1	12	45.0
and2_1	8	50.1
dfxtp_1	8	160
a21o_1	5	37.5
clkbuf_1	5	18.8
fa_1	5	100
nor2_1	4	15.0
nor3_1	3	15.0
xnor2_1	3	26.3
a211oi_1	2	15.0
a221oi_1	2	17.5
nand2b_1	2	12.5
nor3b_1	2	15.0
o211ai_1	2	15.0
o21ai_0	2	10.0
o22ai_1	2	12.5
xor2_1	2	17.5
==> cell families after synthesis <==
group                    Yosys count  share of synthesized area [%]
AND/OR/NAND/NOR                   38                           18.3
AND-OR/OR-AND                     36                           21.4
adder cells (fa/ha/maj)           25                           30.1
buffers and inverters             22                           7.73
flip-flops                         8                           13.7
XOR/XNOR                           5                           3.76
multiplexers                       4                           5.05
==> worst max path at each step <==
stage | from | to | slack [ns] | depth (start not counted)
4_1_cts | Data[0] | ALUout[5] | 0.21 | 11
5_1_grt | Data[0] | ALUout[5] | 0.03 | 11
6_report | Data[0] | ALUout[5] | 0.23 | 11
==> where the power goes <==
part           leakage, nW  switching, mW  internal (mW)
combinational        0.568         0.0761         0.0752
sequential          0.0656         0.0123         0.0908
clock               0.0216         0.0351         0.0688
total                0.655          0.124          0.235
==> worst min-delay path: stages (launching register included) <==
cell and delay [ns]:
dfxtp_1 0.30, nand2_1 0.08, a41oi_1 0.10
==> metrics by stage <==
step	setup slack (ns)	total power, mW	instances	hold slack [ns]
2_1_floorplan	0.443	0.205	138	0.457
3_3_place_gp	0.0251	0.255	230	0.518
3_5_place_dp	0.0232	0.255	230	0.519
4_1_cts	0.211	0.362	233	0.532
5_1_grt	0.0335	0.386	233	0.560
6_report	0.232	0.358	233	0.524
==> cell type report <==
class	count	share of cell area (%)
Tap cell	80	6.91
Clock buffer	3	2.85
Multi-Input combinational cell	108	63.1
Inverter	16	4.15
Timing Repair Buffer	18	11.9
Sequential cell	8	11.1
Power and IR drop assume default switching activity.
