File: ./config.mk
export PLATFORM = sky130hd
export DESIGN_NAME = part1
export DESIGN_NICKNAME = part1
export VERILOG_FILES = /design/flow/design.v
export SDC_FILE = /design/flow/constraint.sdc
export NUM_CORES = 4
export LEC_CHECK = 1
export CORE_AREA = 10 10 70 70
export DIE_AREA = 0 0 80 80
File: ./design.v
`timescale 1ns / 1ns  
module part1(input logic [3:0] a, b, input logic c_in,
             output logic [3:0] s, c_out);
	FA u0(c_in, a[0], b[0], s[0], c_out[0]);
	FA u1(c_out[0], a[1], b[1], s[1], c_out[1]);
	FA u2(c_out[1], a[2], b[2], s[2], c_out[2]);
	FA u3(c_out[2], a[3], b[3], s[3], c_out[3]);
endmodule
module FA(input logic ci, a, b, 
		  output logic s, co);
			assign s = (a ^ b) ^ ci;
			assign co = ~(a ^ b) & b | (a ^ b) & ci;
endmodule 
File: ./constraint.sdc
current_design part1

set clk_period 3.8
set clk_io_pct 0.2

create_clock -name clk0 -period $clk_period

set non_clock_inputs [all_inputs -no_clocks]
set_input_delay [expr $clk_period * $clk_io_pct] -clock clk0 $non_clock_inputs
set_output_delay [expr $clk_period * $clk_io_pct] -clock clk0 [all_outputs]
File: ./run.sh
#!/bin/bash
# OpenROAD 26Q1-2900-gdf79404cd8, Yosys 0.63+post, stock flow scripts
make -C /OpenROAD-flow-scripts/flow DESIGN_CONFIG=/design/flow/config.mk WORK_HOME=/design/flow/orfs finish
==> results_dict.tcl <==
# flow metrics
set metrics [dict create \
    maxSlewHeadroom_pct 88.8 \
    hold_violations 0 \
    ff_latch_area_um2 0 \
    layout_setup_ws_ns 0.158 \
    placedInstanceArea_um2 375 \
    cts_setup_buffers 0 \
    worst_slew_pin_slew_ns 0.167 \
    critical_path.startpoint_type "primary input" \
    cts_resized 0 \
    place_inst 78 \
    final-setup-viol-count 0 \
    fin_setup_tns_ns 0 \
    crit_path_end_kind "output port" \
    fmax_ghz 0.275 \
    crit_required_ns 3.04 \
    yosys_area_um2 200 \
    remaining_drc_errors 0 \
    ys_seq_share_pct 0 \
    yosysWarnings 0 \
    track_usage_pct 1.82 \
    drt-pass1-iter-count 2 \
    dp_slack_ns 0.138 \
    antenna_cells 0 \
    instances_no_fill 78 \
    leakage_nw 0.111 \
    status "finished, final reports clean" \
    top_layer "met3" \
    rsz0062_at_grt "false" \
    grt_pass1_vias 207 \
    cts-hold-fix-buffers 0 \
    area_leaders "xnor2_1, buf_4, maj3_2" \
    seq_cell_count 0 \
    cp_max_fo 3 \
    finalWirelength_um 590 \
    power_density_mw_per_mm2 150 \
    ant_nets 0 \
    warnings 32 \
    port_buffers 17 \
    grt_max_degree 5 \
    hold_path.class "in2out" \
    wl_met2_um 167 \
    area_growth_pct 87.5 \
    path_class "in2out" \
    die_w_um 80 \
    grt_pass1_wl_um 966 \
    synthCells 22 \
    final_util_pct 11.0 \
    initial_core_util_pct 5.86 \
    die_y_um 80 \
    met1Wirelength_um 268 \
    yosysTopAreaCellShare_pct 35.0 \
    peakVddDrop_v 0.0000408 \
    period_used_pct 95.8 \
    top_area_cell "xnor2_1" \
    wl_met3_um 154 \
    ys_cells 22 \
    vias 182 \
    period_needed_ns 3.64 \
    gp_congestion 0.759 \
    rows 21 \
    via_per_inst 2.33 \
    drt-initial-drc-count 1 \
    maxCapViolCount 0 \
    whs_path_depth 3 \
    yosysUniqueCellTypes 6 \
    whs_ns 2.51 \
    finalPower_mw 0.0562 \
    nClkBuffers 0 \
    grt.overflow.total 0 \
    worst_ep_arrival_time_ns 2.88 \
    synth_area_um2 200 \
    chipArea_mm2 0.00640 \
    avgSynthCellArea_um2 9.10 \
    grt_antenna_before_repair 0 \
    core_area_mm2 0.00342 \
    stdcell_area_um2 375 \
    wire_per_inst_um 7.56 \
    dpl.hpwl_um 547 \
    io_pins 17 \
    layout-drive-gt1-share_pct 15.6 \
    slew_viol_final 0 \
]
[synthesized netlist by cell type]
library cell	number
o21a_1	1
buf_4	8
maj3_2	3
a211o_1	1
xnor2_1	8
o221a_4	1
[worst max-delay path, stage by stage]
cell and delay (ns):
clkdlybuf4s50_1 0.44, maj3_2 0.34, maj3_2 0.35, o221a_4 0.29, maj3_2 0.30, clkdlybuf4s50_1 0.41
[cells in the final DEF, fill, tap and decap left out]
cell / count
a211o_1: 1
buf_4: 1
clkdlybuf4s50_1: 17
maj3_2: 3
o21a_1: 1
o221a_4: 1
xnor2_1: 8
[cells by family after synthesis]
kind of cell,after synthesis,share of synthesized area [%]
buf+inv,8,30.0
compound gates,3,18.1
fa+ha+maj,3,16.9
xor+xnor,8,35.0
[power breakdown]
part           switching (mW)  internal [mW]  leakage [nW]
Sequential                  0              0             0
Clock                       0              0             0
Combinational          0.0151         0.0412         0.111
[cell type report]
cell class	count	area [um2]
fill	405	3040
tap	46	57.6
timing repair buffer	18	178
multi-input combinational	14	140
[layer usage]
layer  vias to the layer above  track usage (%)
met5                         -                0
met2                        15             2.33
met4                         0                0
li1                         89                -
met3                         0             1.48
met1                        78             2.44
[final timing paths]
| kind | start | slack (ns) | endpoint |
|---|---|---|---|
| setup / recovery | a[0] | 0.16 | c_out[3] |
| hold / removal | b[0] | 2.51 | s[0] |
Power figures rest on the tool's default switching activity, not on a simulated workload.
