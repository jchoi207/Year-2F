[flow/run.sh]
#!/bin/bash
# OpenROAD 26Q1-2900-gdf79404cd8, Yosys 0.63+post, stock flow scripts
make -C /OpenROAD-flow-scripts/flow DESIGN_CONFIG=/design/flow/config.mk WORK_HOME=/design/flow/orfs finish
[flow/config.mk]
export PLATFORM = sky130hd
export DESIGN_NAME = hex_decoder
export DESIGN_NICKNAME = hex_decoder
export VERILOG_FILES = /design/flow/design.v
export SDC_FILE = /design/flow/constraint.sdc
export NUM_CORES = 4
export LEC_CHECK = 1
export CORE_AREA = 10 10 70 70
export DIE_AREA = 0 0 80 80
[flow/constraint.sdc]
current_design hex_decoder

set clk_period 1.1
set clk_io_pct 0.2

create_clock -name clk0 -period $clk_period

set non_clock_inputs [all_inputs -no_clocks]
set_input_delay [expr $clk_period * $clk_io_pct] -clock clk0 $non_clock_inputs
set_output_delay [expr $clk_period * $clk_io_pct] -clock clk0 [all_outputs]
[flow/design.v]
module hex_decoder(input logic [3:0] c, output logic [6:0] display);
	assign display[0] = (~c[3]&~c[2]&~c[1]&c[0])  | (c[3]&~c[2]&c[1]&c[0]) | c[3]&c[2]&~c[1]&c[0] |  ~c[3]&c[2]&~c[1]&~c[0];
	assign display[1] = ~c[3]&c[2]&~c[1]&c[0]  | c[3]&~c[2]&c[1]&c[0] | c[3]&c[2]&~c[1]&~c[0] | c[3]&c[2]&c[1]&~c[0] | c[3]&c[2]&c[1]&c[0] | ~c[3]&c[2]&c[1]&~c[0];
	assign display[2] = ~c[3]&~c[2]&c[1]&~c[0] | c[3]&c[2]&~c[1]&~c[0] | c[3]&c[2]&c[1]&c[0] | c[3]&c[2]&c[1]&~c[0];
	assign display[3] = ~c[3]&~c[2]&~c[1]&c[0] | ~c[3]&c[2]&c[1]&c[0] | c[3]&~c[2]&c[1]&~c[0] | c[3]&c[2]&c[1]&c[0] | ~c[3]&c[2]&~c[1]&~c[0];
	assign display[4] = ~c[3]&~c[2]&~c[1]&c[0] | ~c[3]&c[2]&~c[1]&~c[0] | ~c[3]&~c[2]&c[1]&c[0]  | ~c[3]&c[2]&~c[1]&c[0] | ~c[3]&c[2]&c[1]&c[0] | c[3]&~c[2]&~c[1]&c[0];
	assign display[5] =  ~c[3]&~c[2]&c[1]&~c[0] | ~c[3]&~c[2]&c[1]&c[0] | ~c[3]&c[2]&c[1]&c[0] | c[3]&c[2]&~c[1]&c[0] | ~c[3]&~c[2]&~c[1]&c[0];
	assign display[6] =  ~c[3]&~c[2]&~c[1]&c[0] | ~c[3]&c[2]&c[1]&c[0] | c[3]&c[2]&~c[1]&~c[0] | ~c[3]&~c[2]&~c[1]&~c[0];
endmodule 
==> impl_metrics.toml <==
# generated from flow reports
[detailed_routing]
via_per_inst = 3.24
via_count = 347
antenna_cells = 0
routed_wl_um = 995
drt-pass1-iter-count = 4
remaining_drc_errors = 0
drtIter0Drc = 14
drt.antenna.violating_nets = 0
wl_per_cell_um = 9.30

[power_and_ir_drop]
peakVddDrop_v = 0.0000685
leakage_nw = 0.281
power-per-cell-area_nw_per_um2 = 359

[floorplanning]
pin_count = 11
num_rows = 21
die_x_um = 80
chipArea_um2 = 6400
die_y_um = 80
core-area_um2 = 3420
fp_util_pct = 6.59

[critical_path]
worstPathCellList = "buf_8 > buf_6 > xnor2_1 > a22o_1 > a21o_1 > buf_2"
critPathCaptureType = "output pin"
cp_num_cells = 6
cp_num_buf_inv = 3
cp_slowest_cell = "a22o_1"
critical-path-top-delay-family = "AND-OR/OR-AND gates"
worstSetupStartpoint = "c[2]"
start_kind = "input pin"
crit_end = "display[0]"
cp_max_fo = 6
cp.arrival_ns = 1.06
cp.required_ns = 0.88
slowest_delay_ns = 0.22
critical_path_class = "input pin to output pin"

[final_timing]
finalClockPeriodUsage_pct = 116
hold_viol = 0
hold_slack_ns = 0.773
fin_crit_ns = 1.28
fmax_mhz = 782
tightest_slew_ns = 0.283
setup_viol = 6
rsz0062_at_grt = "true"
slew_viol_final = 0
setup_slack_ns = -0.180
relSlewSlack_pct = 81.0
finalSetupTns_ns = -0.697

[finish]
layout-drive-gt1-share_pct = 65.6
flops = 0
utilization_pct = 17.6
final_area_um2 = 602
syn2layout_area_growth_pct = 167
clockBufferCount = 0
regArea_um2 = 0

[place]
postPlaceCellArea_um2 = 425
place_hpwl_um = 580
place_congestion = 0.726
pre_cts_slack_ns = -0.921
port_buffers = 11

[grt]
grt_pass1_wl_um = 1460
grt_pass1_vias = 290
antenna_found_initial = 0
track_usage_pct = 2.61
grt_start_max_net_pins = 8
overflow = 0

[synthesis]
synth_seq_share_pct = 0
top_cells_by_count = "6 x nand2_1, 3 x a31oi_1, 3 x nand3_1"
yosysWarnings = 0
ys_cells = 35
yosys_area_um2 = 225
yosysMostFrequentCell = "nand2_1"
largest_area_cell = "buf_6"
yosys.cell_types.count = 23
synth_top_area_share_pct = 10.0
synth_area_um2 = 225
synthCells = 35
area_leaders = "buf_6 10%, nand2_1 10%, a31oi_1 8.3%, nand3_1 6.7%, nor3b_2 5.6%"
avgSynthCellArea_um2 = 6.43

[run_status]
run_status = "finished with violations"
violations = "setup timing"

[clock_network]
ctsHoldBuffers = 0

[flow_run]
drv_cap = 0
warnings = 34

[worst_hold_path]
hold_class = "input pin to output pin"
[worst min-delay path by stage]
stage	slack, ns	start	depth (start not counted)	to
6_report	0.77	c[1]	4	display[6]
5_1_grt	0.80	c[1]	4	display[6]
4_1_cts	0.78	c[2]	4	display[3]
[per-stage QoR]
step                      std cells  total power, mW
final                           107            0.216
after global routing            107            0.235
after CTS                       105            0.183
after detailed placement         97            0.151
after global placement           97            0.150
after floorplan                  35           0.0648
[layer usage]
| metal | share of wire [%] | wire length [um] | track usage (%) |
|---|---|---|---|
| met1 | 52 | 517 | 3.96 |
| met3 | 0.20 | 2 | 0 |
| met5 | 0 | 0 | 0 |
| met2 | 48 | 475 | 4.25 |
| met4 | 0 | 0 | 0 |
[logic make-up after synthesis]
family                 share of synthesized area, %
AND/OR/NAND/NOR                                50.0
buffers and inverters                          17.2
XOR/XNOR                                       3.89
AND-OR/OR-AND                                  28.9
[cell usage in the layout (no fill, tap or decap), types with 2 or more instances in the layout]
master     n
buf_6     10
buf_4      7
buf_2      5
nand2_1    4
buf_8      3
nand3_1    2
o21ai_1    2
nand2_2    2
a31oi_1    2
buf_12     2
clkbuf_2   2
[layout make-up]
cell class         count  area (um2)
repair buffers        30         313
fillers              380        2810
well taps             46        57.6
inverters              1        3.75
multi-input cells     30         228
[worst min-delay path, cell delays in order]
cell      delay, ns
buf_16         0.07
or3_4          0.12
nand3_2        0.05
clkbuf_2       0.09
[repair_timing]
action	4_1_cts	5_1_grt
pin swaps	6	7
resized	59	15
setup buffers	7	2
endpoints found under the setup margin	7	7
cloned	1	0
[report_power, final]
group | internal, mW | switching [mW] | total, mW
combinational | 0.138 | 0.0777 | 0.216
sequential | 0 | 0 | 0
clock | 0 | 0 | 0
Power figures rest on the tool's default switching activity, not on a simulated workload.
